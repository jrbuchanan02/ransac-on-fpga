==> flow/design.v <==
`timescale 1ns / 1ps
module fp_truncate#(
        parameter int unsigned iibits = 24,
        parameter int unsigned ifbits = 40,
        parameter int unsigned oibits = 12,
        parameter int unsigned ofbits = 20,
        parameter bit signed_values = 1)(
        input logic [iibits+ifbits-1:0] ivalue,
        output logic [oibits+ofbits-1:0] ovalue,
        output logic saturated
    );
    localparam logic [oibits+ofbits-1:0] unsigned_sat_value = {oibits+ofbits{1'b1}};
    localparam logic [oibits+ofbits-1:0] signed_sat_negative = { 1'b1, {oibits+ofbits-1{1'b0}}};
    logic [iibits+ofbits-1:0] rounded_down;
    logic [oibits+ofbits-1:0] truncated;
    always_comb begin
        if (signed_values) begin
            rounded_down = $signed(ivalue) >>> (ifbits - ofbits);
        end else begin
            rounded_down = $unsigned(ivalue) >>> (ifbits - ofbits);
        end
        truncated = rounded_down[oibits+ofbits-1:0];
        ovalue = truncated;
        if (signed_values) begin
            if ($signed(truncated) != $signed(rounded_down)) begin
                ovalue = $signed(ivalue) < 0 ? signed_sat_negative : -signed_sat_negative;
                saturated = 1;
            end else begin
                saturated = 0;
            end
        end else begin
            if ($unsigned(truncated) != $unsigned(rounded_down)) begin
                ovalue = unsigned_sat_value;
                saturated = 1;
            end else begin
                saturated = 0;
            end
        end
    end
endmodule : fp_truncate
==> flow/run.sh <==
#!/bin/bash
# OpenROAD 26Q1-2900-gdf79404cd8, Yosys 0.63+post, stock flow scripts
make -C /OpenROAD-flow-scripts/flow DESIGN_CONFIG=/design/flow/config.mk WORK_HOME=/design/flow/orfs finish
==> flow/config.mk <==
export PLATFORM = sky130hd
export DESIGN_NAME = fp_truncate
export DESIGN_NICKNAME = fp_truncate
export VERILOG_FILES = /design/flow/design.v
export SDC_FILE = /design/flow/constraint.sdc
export NUM_CORES = 4
export LEC_CHECK = 1
export CORE_AREA = 10 10 70 70
export DIE_AREA = 0 0 80 80
==> flow/constraint.sdc <==
current_design fp_truncate

set clk_period 2.3
set clk_io_pct 0.2

create_clock -name clk0 -period $clk_period

set non_clock_inputs [all_inputs -no_clocks]
set_input_delay [expr $clk_period * $clk_io_pct] -clock clk0 $non_clock_inputs
set_output_delay [expr $clk_period * $clk_io_pct] -clock clk0 [all_outputs]
==> notes.md <==
Summary of implementation figures.

Final layout
Per the final layout report, the fraction of cells sized above drive strength 1 comes to 0.555. The area added between synthesis and finish is 138%. Across the whole layout, storage elements account for 0 um2.

Sequential cells placed in the final layout were counted as 0. The tally of clock buffers in the finished layout is 0.

Placement
The global placer's final weighted congestion is 0.725. The number of port buffers is 77. The worst slack at placement is -0.677 ns. The half-perimeter wire length of the detailed placement result is around 2.3 mm.

Drt
The antenna diode instance count is 0. The iteration count recorded for the first detailed-route pass is 3. The detailed-route wire length per cell is between 10 and 15 um. Dividing the detail-routed via count by the number of cells gives 4.16. After detailed routing, the total wire length is around 3 mm. The remaining design rule violation count is 0. The detailed router's first-iteration violation count is 14. Per the post-route antenna check, the number of violating nets is 0.

The number of vias in the routed layout is about 900.

Floorplanning
The die span in y is ~80 um. The placeable core region is around 3400 um2. The I/O pin count is 97. The overall die area is 6400 um2.

The floorplan-stage core utilization is 0.190. According to the floorplan report, the die width is 80 um. The row count is 21.

Worst hold path
The path category of the worst min-delay check is input pin to output pin. The hold-critical path depth is 5.

Yosys
Post-synthesis, Yosys gives the total cell area as 649 um2. The main area contributors are a211oi_2 56%, inv_1 18%, buf_6 6.9%. The average size of a mapped cell is 7.64 um2. The yosys synthesis warning count is 1. Synthesis produced approximately 85 cells. By area, the combinational part of the netlist is dominated by AND-OR/OR-AND gates. The cell-mix breakdown from Yosys lists the XOR/XNOR area share as 0.

The number of cell instances after yosys synthesis is 85. In this run the cell area of the synthesized design comes to between 600 and 700 um2. The fraction of synthesized cell area taken by the top area cell type is 0.559. The mux contribution to synthesized area is 0.0154.

The post-synthesis compound-gate area fraction is 0.593. Of all cell types, the one taking the most synthesized area is a211oi_2. The post-synthesis sequential area ratio is 0. The count of unique library cells instantiated by Yosys is 16. The post-synthesis adder-cell area fraction is 0. Of the total synthesized cell area, the portion taken by AND, OR, NAND and NOR gates is 0.0963.

Power
The reported leakage power is between 0.7 and 0.8 nW. For this design the total switching power over the nets is a little over 0.00004 W. The script computed the net switching share of total power as 0.339. The worst ir drop on vdd is 0.0410 mV. The sequential group share of total power is 0.

Of the total power, the clock network draws 0. The power density over the cells is 76.8 nW/um2. The cell-internal power is 0.0000783 W. The share of total power dissipated in combinational logic is 1.000.

Clocking
The report puts the hold buffer count at CTS at 0.

Critical path
Traced cell by cell, the critical path runs through buf_2 -> nand4_1 -> or3_4 -> buf_6 -> buf_4 -> buf_4 -> a211oi_2 -> buf_2. The total stage count of the critical path is 8. The endpoint class of the critical path is an output pin. According to the timing report, the arrival time at the worst endpoint equals 1.79 ns.

The highest cell delay on the worst timing path is 0.42 ns. Of all nets on the critical path, the largest fanout is 8. Looking at the critical path, the single cell with the biggest stage delay is or3_4.

The critical path class is input pin to output pin. The data required time reported for the critical path is about 1.8 ns. The category of cells accounting for the largest share of critical-path delay is buffers and inverters. The critical path launch point type is an input pin. Together, buffers and inverters on the worst path number 5.

Global routing
The global routing report lists combined usage of all routing layers as 0.0873. The via count of the first global-routing pass is 967. Entering global routing, the biggest net connects 17 pins. The first-pass GRT wire length is 4.77 mm. The total overflow left after global routing is 0. The initial antenna violation count is 0.

STA
Setup violations remaining at the end of the flow were counted as 0. The worst max-slew margin expressed relative to the limit is 0.829. The maximum frequency from static timing analysis is around 0.44 GHz. Dividing the final minimum period by the clock period gives 0.980. The max-slew violation total from the final report is 0.

For the finished layout, the period the worst path requires is between 2 and 2.5 ns. The critical path in the final layout is reported with a setup slack of around 0.046 ns. The setup TNS is 0 ns. The transition time at the pin with the least slew margin is about 0.25 ns. Counting endpoints that fail hold in the final report gives 0. Setup repair after global routing left no endpoint under its margin.

Run
The max-cap violation count is 0. Summing over the stages, the warning tally comes to between 50 and 60.

Status
The flow ran to the end, and the final reports show no timing, DRC or antenna violations.
power groups by stage:
stage | Sequential (W) | Combinational [W] | Clock [W]
CTS | 0 | 0.000120 | 0
global route | 0 | 0.000128 | 0
finish | 0 | 0.000119 | 0
area by class of cell:
type | instances | area (um2)
fillers | 349 | 1870
well taps | 46 | 57.6
multi-input cells | 44 | 498
repair buffers | 98 | 871
inverters | 31 | 116
what timing repair did:
| item | in CTS | in global routing |
|---|---|---|
| setup endpoints to repair | 33 | 31 |
| resized | 136 | 5 |
| buffers inserted | 10 | 0 |
| cloned | 3 | 0 |
| pin swaps | 23 | 5 |
per-stage QoR:
stage          cells  cell area [um2]  total power [W]  hold WS (ns)   util
6_report         219             1540         0.000119          1.37  0.452
5_1_grt          219             1540         0.000128          1.41  0.452
4_1_cts          220             1580         0.000120          1.38  0.462
3_5_place_dp     207             1540         0.000116          1.82  0.451
3_3_place_gp     207             1540         0.000114          1.82  0.451
2_1_floorplan     85              649        0.0000271         0.977      -
tightest hold or removal path, delay by kind of cell:
family / cells / cell delay (ns)
AOI/OAI and AO/OA: 1 / 0.09
buffers and inverters: 2 / 0.21
and+or+nand+nor: 2 / 0.16
per-layer routing:
metal  global-route usage  share of wire  vias up
met1                0.111           0.44      405
met3               0.0284          0.090        0
li1                     -              -      467
met4                    0              0        0
met2                0.148           0.47       39
met5                    0              0        -
cell families after synthesis:
| family | count (synthesis) |
|---|---|
| buffers and inverters | 41 |
| AND-OR/OR-AND | 32 |
| AND/OR/NAND/NOR | 11 |
| multiplexers | 1 |
layout by cell type (no fill, tap or decap):
master	count
buf_2	35
clkdlybuf4s50_1	32
inv_1	31
a211oi_2	29
buf_4	9
dlygate4sd2_1	5
buf_12	4
buf_6	4
clkbuf_2	3
nor4_2	2
nand3_2	2
a211oi_1	2
buf_16	2
nor2_1	1
nor3_1	1
nand2_1	1
nand4_1	1
or3_4	1
and4_1	1
mux2i_4	1
a21o_1	1
or2_2	1
bufbuf_16	1
clkdlybuf4s15_2	1
clkdlybuf4s15_1	1
buf_8	1
synthesized netlist by cell type:
cell	n
nor3_1	1
or2_2	1
nand4_1	1
and4_1	1
mux2i_1	1
buf_6	4
nand2_1	1
inv_1	31
a211oi_2	29
nand3_1	2
a21o_1	1
a211oi_1	2
nor2_1	1
buf_2	6
nor4_1	2
or3_1	1
final timing paths:
kind	from	end	slack (ns)
min	ivalue[54]	ovalue[1]	1.37
max	ivalue[56]	ovalue[15]	0.05
Power is estimated from default activity; no workload was simulated.
