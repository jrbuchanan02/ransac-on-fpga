**./design.v**
```verilog
`timescale 1ns / 1ps
module adder_in_chain#(
    parameter int unsigned width = 16)(
    input logic [width-1:0] lhs,
    input logic [width-1:0] rhs,
    input logic icarry,
    output logic [width-1:0] res,
    output logic ocarry
    );
    always_comb begin
        {ocarry, res} <= lhs + rhs + icarry;
    end
endmodule : adder_in_chain
```
**./run.sh**
```bash
#!/bin/bash
# OpenROAD 26Q1-2900-gdf79404cd8, Yosys 0.63+post, stock flow scripts
make -C /OpenROAD-flow-scripts/flow DESIGN_CONFIG=/design/flow/config.mk WORK_HOME=/design/flow/orfs finish
```
**./config.mk**
```make
export PLATFORM = sky130hd
export DESIGN_NAME = adder_in_chain
export DESIGN_NICKNAME = adder_in_chain
export VERILOG_FILES = /design/flow/design.v
export SDC_FILE = /design/flow/constraint.sdc
export NUM_CORES = 4
export LEC_CHECK = 1
export CORE_AREA = 10 10 80 80
export DIE_AREA = 0 0 90 90
```
**./constraint.sdc**
```tcl
current_design adder_in_chain

set clk_period 7.1
set clk_io_pct 0.2

create_clock -name clk0 -period $clk_period

set non_clock_inputs [all_inputs -no_clocks]
set_input_delay [expr $clk_period * $clk_io_pct] -clock clk0 $non_clock_inputs
set_output_delay [expr $clk_period * $clk_io_pct] -clock clk0 [all_outputs]
```
==> deck_impl_summary.md <==
Flow Results at a Glance

Layout
  – Sequential cells: 0
  – FF/Latch Area: 0 um^2
  – Most numerous logic cells after layout: clkdlybuf4s50_1 (50), ha_1 (15), a21oi_1 (9), xnor2_1 (9), xor2_1 (5)
  – # clk buffers: 0
  – Most used logic cell in the final layout: clkdlybuf4s50_1
  – Share of layout cells above drive strength 1: 0.0791
  – Synthesis-to-finish area growth: 79.7%

Detailed routing
  – Routed Antenna Nets: 0
  – DR vias/cell: between 3 and 4
  – Ant diodes: 0
  – Wire length per cell: between 10 and 15 um
  – Initial DRC Count: 13
  – DRC Markers: 0
  – Drt first pass iters: 2
  – Via count: around 790
  – Routed WL: 2310 um

Worst setup path
  – Largest stage delay, worst path: 500 ps
  – CP max FO: 2
  – Crit. Startpoint: lhs[0]
  – Worst EP arrival: approximately 4400 ps
  – Critical path endpoint category: output pin
  – WP data required: between 5000 and 6000 ps
  – Crit-path cells: clkdlybuf4s50_1 > fa_1 > fa_1 > a21oi_2 > o21ai_2 > a2111oi_2 > o31ai_1 > a21oi_1 > xnor2_1 > clkdlybuf4s50_1
  – CP delay by family, top: AND-OR/OR-AND gates
  – Setup CP Type: input port to output pin
  – CP Buf/Inv Count: 2
  – Startpoint Class: input port
  – Slowest stage cell, crit path: clkdlybuf4s50_1

Synth
  – Ys cells: 89
  – Main logic family: AND-OR/OR-AND gates
  – Yosys adder share: 0.311
  – Mapped Area: roughly 730 um^2
  – Post-Syn Instances: slightly below 90
  – Register share after synthesis: 0
  – Ao+oa area frac: 0.391
  – Yosys warnings: 1
  – Yosys chip area: around 730 um^2
  – MUX share of area: 0
  – XOR/XNOR Fraction of Synth Area: 0.167
  – Basic Gates by Area: 0.111
  – Syn Area/Cell: between 8 and 9 um^2
  – Netlist cell types: 31

Pwr
  – Clock power share: 0
  – Combinational Power Share: 1.000
  – P_int: roughly 0.08 mW
  – Sequential share of power: 0
  – Sw Share: 0.353
  – Psw: ~0.044 mW
  – Power density over the cells: 94.1 nW/um^2
  – VDD IR max: ~0.04 mV
  – Leak Pwr: roughly 0.53 nW

Timing
  – Setup_tns: 0 ps
  – Slack of the critical path: between 1000 and 1500 ps
  – Fin crit share: 0.816
  – Final slew viol count: 0
  – Final Hold Violation Tally: 0
  – Tightest Pin Transition: 334 ps
  – Min Clock Period, post-route: 5800 ps
  – Slew Limit Headroom: 0.775
  – Final number of setup-violating endpoints: 0
  – Max frequency: 173 MHz
  – RSZ-0062 raised after global routing: false

Die
  – Site Rows: 25
  – FP Util: 0.155
  – Ports: 50
  – Die Y: roughly 90 um
  – Die width: ~90 um
  – Die area: approximately 8100 um^2
  – Area of the core: 4720 um^2

Global route
  – Vias in the first global route: approximately 830
  – First-pass GRT wire length: ~3800 um
  – Total congestion overflow: 0
  – Total Routing Usage GR: 0.0539
  – Initial antenna violation count: 0
  – Largest net degree at the start of global routing: 7

Hold path
  – Hold EP: res[15]
  – Worst Hold Launch: rhs[15]
  – Worst min-delay path category: input port to output pin
  – Hold Path Depth: 4

Status
  – Status: completed

Clock tree
  – Hold Buf Count CTS: 0
  – Post-cts sizing count: 0
  – Post-CTS setup buffers: 0

Placed design
  – Pre-CTS setup slack: between 1000 and 1500 ps
  – Post-DP HPWL: 2130 um
  – PortBufs: ~50
  – RD Place Congestion: ~0.73

Job
  – Max-Cap Viols: 0
  – Stage-log warning count: 32
-- through the flow --
step | instance area (um^2) | utilization | total power [mW] | cells | hold WS (ps)
after global routing | 1320 | 0.279 | 0.138 | 206 | 3950
after floorplan | 733 | - | 0.0553 | 89 | 2940
after CTS | 1320 | 0.279 | 0.127 | 206 | 3930
after detailed placement | 1320 | 0.279 | 0.126 | 206 | 3930
final | 1320 | 0.279 | 0.124 | 206 | 3920
after global placement | 1320 | 0.279 | 0.127 | 206 | 3930
-- routing by layer --
layer | GRT usage | up-vias | share of wire
li1 | - | 434 | -
met1 | 0.0790 | 329 | 0.54
met2 | 0.0854 | 31 | 0.41
met3 | 0.00922 | 0 | 0.048
met4 | 0 | 0 | 0
met5 | 0 | - | 0
-- cell families after synthesis --
family / after synthesis
buffers and inverters: 4
adder cells (fa/ha/maj): 17
AND-OR/OR-AND: 38
AND/OR/NAND/NOR: 16
XOR/XNOR: 14
-- layout make-up --
type,count,area (um^2)
Fill cell,524,3410
Multi-Input combinational cell,85,718
Timing Repair Buffer,50,500
Tap cell,67,83.8
Inverter,4,15.0
-- cells in the mapped netlist (2+ instances only) --
cell type / n / area share
a21o_1: 4 / 0.041
a21oi_1: 9 / 0.061
a21oi_2: 3 / 0.036
fa_1: 2 / 0.055
ha_1: 15 / 0.26
inv_1: 4 / 0.020
nand2_1: 4 / 0.020
nand2b_1: 2 / 0.017
nand3_1: 3 / 0.020
nor2_1: 3 / 0.015
o21a_1: 2 / 0.020
o21ai_0: 4 / 0.027
o21ai_2: 2 / 0.024
o21bai_1: 3 / 0.031
xnor2_1: 9 / 0.11
xor2_1: 5 / 0.060
-- worst max-delay path by stage --
stage	endpoint	slack [ps]	cells past startpoint
5_1_grt	res[10]	1120	10
6_report	res[10]	1300	10
4_1_cts	res[10]	1270	10
-- power by group through the flow --
stage | logic, mW | clock network [mW] | registers, mW
after global routing | 0.138 | 0 | 0
after CTS | 0.127 | 0 | 0
final | 0.124 | 0 | 0
Power figures rest on the tool's default switching activity, not on a simulated workload.
