<file path="/design/flow/constraint.sdc">
current_design lfsr

set clk_period 3.7
set clk_io_pct 0.2

create_clock -name clk0 -period $clk_period [get_ports {clock}]

set non_clock_inputs [all_inputs -no_clocks]
set_input_delay [expr $clk_period * $clk_io_pct] -clock clk0 $non_clock_inputs
set_output_delay [expr $clk_period * $clk_io_pct] -clock clk0 [all_outputs]
</file>
<file path="/design/flow/design.v">
`timescale 1ns / 1ps
module lfsr#(
    parameter int unsigned register_width = 64,
    parameter int unsigned window_width = register_width / 2,
    parameter int unsigned window_start = register_width / 4,
    parameter bit [register_width-1:0] polynomial = 64'hD800_0000_0000_0000,
    parameter bit [register_width-1:0] start_value = 64'h1234_5678_9ABC_DEF0,
    parameter bit reset_polarity = 1)(
    input logic clock,
    input logic reset,
    output logic [window_width-1:0] random
    );
    logic [register_width-1:0] lfsr_value;
    assign random = lfsr_value[window_start+:window_width];
    logic shift_bit;
    always_comb begin : find_shift_bit
        shift_bit = 1;
        for (int unsigned i = 0; i < register_width; i++) begin
            if (polynomial[i]) begin
                shift_bit = shift_bit ~^ lfsr_value[i];
            end
        end
    end : find_shift_bit
    always_ff @(posedge clock) begin 
        if (reset == reset_polarity || lfsr_value == '1 || lfsr_value == '0) begin
            lfsr_value <= start_value;
        end else begin
            lfsr_value[1+:register_width-1] = lfsr_value;
            lfsr_value[0] = shift_bit;
        end
    end
endmodule : lfsr
</file>
<file path="/design/flow/config.mk">
export PLATFORM = sky130hd
export DESIGN_NAME = lfsr
export DESIGN_NICKNAME = lfsr
export VERILOG_FILES = /design/flow/design.v
export SDC_FILE = /design/flow/constraint.sdc
export NUM_CORES = 4
export LEC_CHECK = 1
export CORE_UTILIZATION = 30
</file>
<file path="/design/flow/run.sh">
#!/bin/bash
# OpenROAD 26Q1-2900-gdf79404cd8, Yosys 0.63+post, stock flow scripts
make -C /OpenROAD-flow-scripts/flow DESIGN_CONFIG=/design/flow/config.mk WORK_HOME=/design/flow/orfs finish
</file>
==> Slide: Implementation Results <==
Physical Implementation Snapshot

Detailed routing
  – WL final: about 4400 um
  – Drt drc: 0
  – Remaining antenna violation count after routing: 0
  – DR WL/cell: 13.6 um
  – Routed vias/inst: between 4 and 5
  – Ant diodes: 0
  – Via count: ~1500
  – DR iter-0 viols: 65
  – Pre-Repair DR Iteration Count: 4

Floorplanning
  – Die Size: 0.00829 mm2
  – Row count: 32
  – CORE AREA: 0.00769 mm2
  – Fp_density: between 30% and 40%
  – Die H: about 91 um
  – Die Width: slightly above 90 um
  – Number of top-level pins: 34

Synth
  – Syn avg cell area: around 11 um2
  – Yosys warning count: 1
  – Cell variety after synth: 15
  – Ys flops: 64
  – Yosys stat cell total: between 200 and 250
  – Synthesized area: around 0.0024 mm2
  – YS chip area: ~0.0024 mm2
  – Register share after synthesis: 53.8%
  – Mapped Cells: around 220

Placement
  – DP Area: about 0.0026 mm2
  – Post-DP HPWL: slightly below 3000 um
  – RePlAce Congestion: around 0.82
  – Placed insts: between 300 and 400
  – PortBufs: 33

Setup path
  – FF-to-FF End: lfsr_value[20]$_SDFF_PP1_
  – Startpoint types: flip-flop
  – FF-to-FF Start: lfsr_value[24]$_SDFF_PP0_
  – Worst setup EP type: flip-flop
  – Worst R2R Setup Slack: between 1 and 1.5 ns
  – FF-to-FF path depth: 5
  – Setup crit end: lfsr_value[20]$_SDFF_PP1_
  – Worst endpoint data arrival time: about 2.6 ns
  – Worst-path maximum fanout: 22
  – Path type of the worst setup path: flip-flop to flip-flop
  – CP Launch Point: lfsr_value[24]$_SDFF_PP0_
  – Req. time, crit path: approximately 4.0 ns

CTS
  – Hold-fix buffers at CTS: 0
  – Max clock buf depth: 2
  – Clk ins delay skew pair: roughly 0.33 ns
  – Root Buffer: clkbuf_8
  – CTS tree: built
  – Postcts setup bufs: 0
  – CTS Buf Count: 9
  – Worst-path clk slew: around 0.07 ns
  – H-tree depth: 3
  – Clock sink total: between 60 and 70
  – CTS resizes: 0

Final layout
  – Largest Register: lfsr_value
  – Gate Area: a little over 800 um2
  – Top Registers: lfsr_value (64)
  – Top Layout Cells: dfxtp_1 (64), clkdlybuf4s50_1 (33), and2_1 (31)
  – Reg area: around 0.0013 mm2
  – Final core occ: 36.8%
  – Non-Filler Instances: around 330
  – Fill count: 770
  – Max reg flops: between 60 and 70
  – Commonest Layout Cell: dfxtp_1
  – Design Area, Final: 0.00283 mm2
  – Share of post-route cells with drive strength above 1: 14.7%
  – Area Overhead vs Synth: 18.7%

Power
  – Max IR drop VDD: around 0.21 mV
  – Power density cells: 564 mW/mm2
  – Leakage: between 1 and 1.5 nW
  – Design Power: about 1.6 mW

Worst hold path
  – Hold Path Class: flip-flop to flip-flop

Global route
  – Largest net degree at the start of global routing: ~52
  – Routing usage on met1: between 10% and 20%
  – Grt total ovfl: 0
  – Antenna violations before repair: 0
  – Number of global-route vias before repair: around 1400
  – GRT Resource Usage Total: between 10% and 20%
  – Grt met2 use: between 10% and 20%
  – GR peak layer: met1
  – First-pass GRT wire length: 7250 um
  – Grt met3 use: 1.53%

Timing
  – Max-slew violations: 0
  – Setup violators final: 0
  – Final hold vios: 0
  – Slew headroom: a little under half
  – Fmax: 430 MHz
  – Final TNS setup: 0 ns
  – Fin crit share: 62.9%
  – RSZ-0062 raised after global routing: false
  – Clk_skew: around 0.0094 ns
  – Min cycle time layout: 2.33 ns
  – Tightest Pin Transition: 0.784 ns

Status
  – Status: completed

Job
  – Max-capacitance violation count: 0
  – Log Warnings: 25
[how the worst min path moves through the flow]
stage | start | cells after the start | end | slack, ns
global route | lfsr_value[53]$_SDFF_PP1_ | 1 | lfsr_value[54]$_SDFF_PP0_ | 0.50
finish | lfsr_value[57]$_SDFF_PP1_ | 1 | lfsr_value[58]$_SDFF_PP0_ | 0.48
CTS | lfsr_value[57]$_SDFF_PP1_ | 1 | lfsr_value[58]$_SDFF_PP0_ | 0.48
[metrics by stage]
stage | hold slack [ns] | setup slack (ns)
finish | 0.477 | 1.37
detailed placement | 0.463 | 1.34
global placement | 0.460 | 1.32
global route | 0.504 | 1.21
floorplan | 0.439 | 1.98
CTS | 0.483 | 1.32
[cell usage after synthesis]
library cell | count | area share, %
dfxtp_1 | 64 | 54
buf_4 | 32 | 10
and2_1 | 31 | 8.1
nand4_1 | 20 | 5.3
nor4_1 | 20 | 5.3
nand3b_1 | 18 | 5.7
nand3b_2 | 14 | 6.6
clkbuf_1 | 5 | 0.79
buf_6 | 3 | 1.4
xnor2_1 | 3 | 1.1
a41oi_1 | 1 | 0.37
and3_1 | 1 | 0.26
buf_2 | 1 | 0.21
buf_8 | 1 | 0.63
or4_1 | 1 | 0.32
[logic make-up (layout without fill, tap and decap cells)]
group / after synthesis / count (layout) / share of synthesized area (%)
AND-OR/OR-AND: 1 / 1 / 0.368
XOR/XNOR: 3 / 3 / 1.10
buffers and inverters: 42 / 51 / 13.1
flip-flops: 64 / 64 / 53.8
AND/OR/NAND/NOR: 105 / 105 / 31.5
[worst max-delay path: stages, from the launching register on]
cell and delay, ns:
dfxtp_1 0.33, nor4_1 0.54, nand4_1 0.17, or4_1 0.76
buf_4 0.34, nand3b_1 0.12
[per-layer routing]
metal	vias to the layer above	share of wire [%]
li1	747	-
met1	700	51
met2	25	43
met3	12	2.9
met4	0	3.1
met5	-	0
[final cells by class]
type                    instances  share of cell area [%]
clock buffers                  11                    5.36
repair buffers                 35                    12.7
well taps                     102                    4.52
clock inverters                 5                    3.63
multi-input cells             109                    28.5
flip-flops and latches         64                    45.3
[power breakdown]
group          leakage, nW  switching [mW]  total, mW  internal, mW
combinational        0.406          0.0252     0.0892        0.0640
sequential           0.533          0.0366      0.766         0.729
clock                0.126           0.256      0.739         0.483
Power figures rest on the tool's default switching activity, not on a simulated workload.
